[config.mk]
export PLATFORM = sky130hd
export DESIGN_NAME = register_file
export DESIGN_NICKNAME = register_file
export VERILOG_FILES = /design/flow/design.v
export SDC_FILE = /design/flow/constraint.sdc
export NUM_CORES = 4
export LEC_CHECK = 1
export CORE_UTILIZATION = 40
[run.sh]
#!/bin/bash
# OpenROAD 26Q1-2900-gdf79404cd8, Yosys 0.63+post, stock flow scripts
make -C /OpenROAD-flow-scripts/flow DESIGN_CONFIG=/design/flow/config.mk WORK_HOME=/design/flow/orfs finish
[constraint.sdc]
current_design register_file

set clk_period 19.7
set clk_io_pct 0.2

create_clock -name clk0 -period $clk_period [get_ports {clk}]

set non_clock_inputs [all_inputs -no_clocks]
set_input_delay [expr $clk_period * $clk_io_pct] -clock clk0 $non_clock_inputs
set_output_delay [expr $clk_period * $clk_io_pct] -clock clk0 [all_outputs]
[design.v]
`timescale 1ns / 1ps
module register_file(clk,reset,RegWrite,read_add1,read_add2,
                      write1,data_in,read_out1, read_out2);
  input clk, reset, RegWrite;
  input [4:0] read_add1, read_add2, write1;
  input [31:0] data_in;
  output [31:0] read_out1, read_out2;
  integer i;
  reg [31:0]Reg[0:31];
  assign read_out1 = (read_add1 == 5'b0) ? 32'h0:Reg[read_add1];
  assign read_out2 = (read_add2 == 5'b0) ? 32'h0:Reg[read_add2];
  always @(posedge clk) begin 
     if(reset)begin
        for(i=0; i<32; i=i+1)begin
          Reg[i]<=32'h0;
        end
     end
     else if (RegWrite && (write1 != 5'b0))begin
          Reg[write1] <= data_in;
          end
  end
endmodule
==> impl_metrics.csv <==
group,metric,value,unit
global_routing,grt_pass1_wl,252500,um
synth,yosysSeqAreaShare,56.70,%
critical_path,slowest_delay,0.77,ns
timing,fin_crit_sh,62.72,%
timing,fmax,80.94,MHz
cts,root_buffer,"clkbuf_16",
finish,top_regs,"Reg (1024)",
drt,wirelength,177000,um
synth,synth_async_sr_flop_share,0,%
power,p_leak,20.63,nW
timing,setup-tns-final,0,ns
cts,cts_resized,0,
timing,grt_setup_unrepaired,"false",
cts,cts_hold_buf,0,
synth,edf_count,1024,
timing,setup_viol,0,
global_routing,antenna_found_initial,9,
drt,num_vias,32317,
critical_path,path_class,"in2out",
die,ios,114,
finish,largest_reg_flops,1024,
timing,maxSlewViolCount,0,
timing,post-route-min-period,12.36,ns
drt,dr.pass1.iters,5,
timing,tightest_slew,1.079,ns
finish,area_growth,11.99,%
die,placementRows,134,
power,ir_drop,0.07107,mV
synth,ys.flops,1024,
placement,portBuffers,113,
cts,clock_sink_count,1024,
critical_path,cp-start-kind,"input pin",
die,core-area,0.1340,mm2
finish,drive_above_1_share,24.88,%
die,die_area,0.1371,mm2
cts,cts_buffers,110,
die,die.size.y,370.2,um
drt,routedWlPerCell,32.80,um
synth,ys_cells,3502,
critical_path,path_cells,"buf_8 > buf_4 > buf_4 > buf_4 > mux4_2 > a22o_1 > a2111oi_1 > nor3_1 > clkdlybuf4s50_1",
global_routing,grt.overflow.total,0,
critical_path,cpMostUsedCell,"buf_4",
finish,top_register,"Reg",
hold_path,hold_path.class,"in2reg",
synth,avgSynthCellArea,15.49,um2
critical_path,worst_setup_path_end_kind,"output port",
synth,synthDistinctLibCells,42,
placement,dpl_cell_area,0.05736,mm2
drt,avgViaCountPerCell,5.987,
job,warnings,26,
synth,yosys_warnings,1,
die,die_x,370.2,um
cts,ctsHtreeMaxLevel,3,
cts,clk_path_buf_depth,3,
synth,ys_chip_area,0.05423,mm2
critical_path,slowest_stage,"a2111oi_1",
placement,dp.final_hpwl,103400,um
global_routing,grt_max_degree,88,
global_routing,grt_usage,28.64,%
job,cap_violations,0,
drt,drt.antenna.violating_nets,0,
power,switching_share,24.71,%
critical_path,critPathArrivalTime,8.42,ns
power,p_clk_share,38.1,%
power,p_seq_share,49.6,%
placement,gp_congestion,0.9108,
power,p_int,3.909,mW
timing,hold_viol_final,0,
cts,cts_setup_buffers,0,
hold_path,hold_depth,2,
global_routing,grt_pass1_vias,35654,
die,fp_util,40.48,%
power,p_per_area,85.49,mW/mm2
finish,final_cell_area,0.06073,mm2
cts,cts_tree,"built",
synth,synth_area,0.05423,mm2
critical_path,cp_max_fo,48,
run_status,status,"finished, final reports clean",
synth,synthCells,3502,
power,combPwrFrac,12.2,%
timing,slew-limit-headroom,27.53,%
cts,path_clk_slew,0.06,ns
drt,drc_errors,0,
synth,ys.flop_type,"edfxtp_1",
critical_path,cp.required,15.76,ns
power,switchingPower,1.283,mW
drt,first_iter_violations,2129,
[kinds of logic (layout without fill, tap and decap cells)]
group | after synthesis | after routing | synth area share, %
flops | 1024 | 1024 | 56.70
buf+inv | 389 | 485 | 3.313
compound gates | 259 | 259 | 3.652
other cells | 1 | 33 | 0.006915
simple gates | 1177 | 1177 | 13.34
mux | 652 | 652 | 22.99
[cells in the final DEF, fill, tap and decap left out, types with 13 or more instances in the layout]
master           synthesis  final
edfxtp_1              1024   1024
and2_1                 995    994
mux4_2                 472    472
buf_4                   31    164
mux2i_1                150    150
clkbuf_16                0    113
o22ai_1                103    103
clkdlybuf4s50_1          0    103
nor3_1                  54     54
a22o_1                  51     51
a2111oi_1               41     42
clkinv_1                 0     34
or2_2                   33     33
conb_1                   1     32
mux2_2                  30     30
clkinv_2                 0     24
clkbuf_1               272     22
nor2_4                   0     17
a22oi_1                 16     16
nor2_2                   0     15
a2111oi_0               14     13
[stage by stage]
step	hold WS [ns]	total power [mW]	setup slack, ns	std cells	utilization [%]
after floorplan	4.138	2.974	10.22	3533	-
after global placement	4.572	3.251	7.275	5192	42.82
after detailed placement	4.574	3.253	7.330	5192	42.82
after CTS	3.808	5.218	7.327	5397	45.34
after global routing	3.828	5.343	7.123	5397	45.34
final	3.833	5.192	7.344	5398	45.34
[synthesized netlist by cell type, types with 2 or more instances]
cell	number	share of area [%]
nor4_1	6	0.069
a2111oi_1	41	0.76
o21ai_0	4	0.037
buf_1	18	0.12
a32o_1	4	0.074
nor3_1	54	0.50
inv_1	2	0.014
clkbuf_1	272	1.9
buf_2	44	0.41
a211oi_1	7	0.097
a221o_1	2	0.037
a221oi_1	4	0.065
o22ai_1	103	1.2
a22o_1	51	0.82
nand3b_1	5	0.069
or2_2	33	0.38
or3b_2	4	0.065
and3_1	3	0.035
nand2b_1	5	0.058
a2111oi_0	14	0.23
nor4b_1	2	0.032
nor2b_1	14	0.16
nand3_1	5	0.046
mux2_2	30	0.62
edfxtp_1	1024	57
nand2_1	7	0.048
or3_1	2	0.023
mux4_2	472	20
buf_6	22	0.46
nand4bb_1	2	0.042
and2_1	995	11
mux2i_1	150	2.8
nor2_1	36	0.25
buf_4	31	0.43
a21oi_1	12	0.11
a22oi_1	16	0.22
[routing by layer]
layer	wire length [um]	global-route usage, %	vias up
met5	278	1.469	-
met4	7480	9.512	22
met3	32050	22.43	399
met2	79170	40.22	2381
met1	58060	34.13	15860
li1	-	-	13655
[worst paths after layout]
check               startpoint            to  slack [ns]
setup / recovery  read_add2[0]  read_out2[4]        7.34
hold / removal           reset    Reg[0][24]        3.83
[worst max-delay path: cells and delay by family]
kind | cells | cell delay (ns)
compound gates | 2 | 1.04
buf+inv | 5 | 2.62
mux | 1 | 0.57
simple gates | 1 | 0.14
[power by group through the flow]
stage	Sequential, mW	Clock (mW)	Combinational, mW
finish	2.58	1.98	0.636
CTS	2.58	2.01	0.635
global route	2.59	2.08	0.668
[final cells by class]
class                      count  area, um2
tap                         1768       2212
clock inverter                70      460.4
multi-input combinational   2120      22000
clock buffer                 135       2910
antenna                        1      2.502
timing repair buffer         278       2390
inverter                       2      7.507
fill                       11381      73230
sequential                  1024      30750
Power figures rest on the tool's default switching activity, not on a simulated workload.
