==> design/flow/run.sh <==
#!/bin/bash
# OpenROAD 26Q1-2900-gdf79404cd8, Yosys 0.63+post, stock flow scripts
make -C /OpenROAD-flow-scripts/flow DESIGN_CONFIG=/design/flow/config.mk WORK_HOME=/design/flow/orfs finish
==> design/flow/config.mk <==
export PLATFORM = sky130hd
export DESIGN_NAME = alu_unit
export DESIGN_NICKNAME = alu_unit
export VERILOG_FILES = /design/flow/design.v
export SDC_FILE = /design/flow/constraint.sdc
export NUM_CORES = 4
export LEC_CHECK = 1
export CORE_UTILIZATION = 50
==> design/flow/constraint.sdc <==
current_design alu_unit

set clk_period 23.3
set clk_io_pct 0.2

create_clock -name clk0 -period $clk_period

set non_clock_inputs [all_inputs -no_clocks]
set_input_delay [expr $clk_period * $clk_io_pct] -clock clk0 $non_clock_inputs
set_output_delay [expr $clk_period * $clk_io_pct] -clock clk0 [all_outputs]
==> design/flow/design.v <==
`timescale 1ns / 1ps
module alu_unit(a,b,alu_opcode,result,zero);
  input  [31:0]a,b;
  input  [2:0]alu_opcode;
  output [31:0]result;
  output zero;
  reg    [31:0]temp_res;
  parameter OP_ADD=3'b000, OP_SUB=3'b001, OP_AND=3'b010, 
            OP_OR=3'b011, OP_SLT=3'b100;   
  always @(*) begin
    case(alu_opcode)
        OP_ADD:   temp_res = a + b;
        OP_SUB:   temp_res = a - b;
        OP_AND:   temp_res = a & b;
        OP_OR:    temp_res = a | b;
        OP_SLT:   temp_res = a < b;
        default:  temp_res = 32'h0;
     endcase
   end
   assign result = temp_res;
   assign zero = (temp_res == 32'h0);
endmodule
==> impl_metrics.json <==
{
  "status": "complete, no violations",
  "final-setup-viol-count": 0,
  "dieArea_sq_mm": 0.0112,
  "viasPerCell": 6.35,
  "synthTopCellsByArea": "ha_1 (23%), a21oi_1 (8.1%), inv_1 (6.9%)",
  "most_common_cell": "ha_1",
  "netlist_area_sq_mm": 0.00541,
  "nClkBuffers": 0,
  "p_per_area_mw_per_mm2": 24.5,
  "design.core.area_sq_mm": 0.0104,
  "drtIter0Drc": 719,
  "dp_hpwl_um": 15800,
  "hold_start": "alu_opcode[0]",
  "yosys_warnings": 1,
  "tns_ns": 0,
  "critPathKind": "in2out",
  "post-cts-setup-buffer-count": 0,
  "synth.avg_cell_area_sq_um": 6.44,
  "ys_seq_share_pct": 0,
  "wl_um": 19600,
  "initCoreUtil_pct": 51.9,
  "final_area_sq_mm": 0.00645,
  "drtPass1Iterations": 5,
  "final_max_slew_viol_count": 0,
  "synth.top_cell.area_share_pct": 23.4,
  "gp_congestion": 1.01,
  "endpoint_kind": "output port",
  "arrival_ns": 9.75,
  "ys_area_sq_mm": 0.00541,
  "syn_inst": 839,
  "drive_gt1_share_pct": 2.99,
  "fp.dieW_um": 106,
  "rows": 37,
  "drc_errors": 0,
  "grt_pass1_vias": 5746,
  "gr-total-overflow": 0,
  "nFillCells": 957,
  "cts_hold_buf": 0,
  "hold_ws_ns": 10.40,
  "timing.critical_path.from": "a[0]",
  "register_area_sq_um": 0,
  "required_ns": 18.64,
  "place_area_sq_mm": 0.00645,
  "warning_count": 102,
  "ios": 100,
  "cp_max_fo": 3,
  "grt.total_usage_pct": 34.7,
  "grt_max_degree": 54,
  "hold_viol_final": 0,
  "relSlewSlack_pct": 41.6,
  "vias": 6601,
  "ff_count": 0,
  "crit_path_end": "zero",
  "finalCritPeriodShare_pct": 61.8,
  "max_freq_mhz": 69.4,
  "min_period_ns": 14.41,
  "wl_per_cell_um": 18.9,
  "cp-start-kind": "input pin",
  "io_buffers": 100,
  "n_antenna_cell": 0,
  "hp-class": "in2out",
  "syn_to_final_growth_pct": 19.4,
  "yosysCellCount": 839,
  "die_h_um": 106,
  "synth.distinct_cells": 75,
  "grt_pass1_wl_um": 30500,
  "ctsResizeCount": 0,
  "grt_antenna_before_repair": 0,
  "cap_violations": 0,
  "rsz0062_at_grt": "false",
  "tightest_slew_ns": 0.873,
  "yosys-top-cells-count": "ha_1 (101), inv_1 (100), a21oi_1 (87), nor2_1 (71), nand2_1 (62)",
  "top_area_cell": "ha_1",
  "vdd_drop_max_mv": 0.0123,
  "p_leak_nw": 2.84,
  "antenna_left": 0
}
## worst min path at each step
stage	cells after the start	end
4_1_cts	5	result[1]
6_report	5	result[1]
5_1_grt	5	result[1]
## stage by stage
stage                     worst slack [ns]  util (%)  power (mW)  cells
after floorplan                      11.11         -      0.0963    839
after global placement                8.82      62.0       0.154   1040
after detailed placement              8.99      62.0       0.154   1040
after CTS                             8.97      62.0       0.155   1040
after global routing                  8.68      62.0       0.172   1040
final                                 8.89      62.0       0.158   1040
## worst max-delay path, cell delays in order
cell,delay [ns]
clkdlybuf4s50_1,0.48
inv_1,0.08
ha_1,0.22
fa_1,0.39
o21bai_1,0.23
o2111ai_2,0.18
a2111oi_1,0.67
o22ai_1,0.20
xnor2_1,0.21
a2111oi_0,0.52
nand4b_1,0.22
nor4_2,0.31
o2111ai_1,0.25
nor4_1,0.42
o311a_1,0.24
clkdlybuf4s50_1,0.46
## placed cells by master (no fill, tap or decap), types with 11 or more instances in the layout
cell               n
ha_1             101
inv_1            100
clkdlybuf4s50_1   99
a21oi_1           87
nor2_1            71
nand2_1           62
o21ai_0           56
o211ai_1          24
nand3_1           24
nor3_1            22
nand4_1           17
o31ai_1           15
a211oi_1          14
nor4_1            14
nand2b_1          12
a31oi_1           11
nor2b_1           11
o21a_1            11
## final cells by class
type | instances | area, sq um | share of cell area, %
repair buffers | 109 | 1060 | 16.5
well taps | 136 | 170 | 2.64
multi-input cells | 695 | 4840 | 75.1
inverters | 100 | 375 | 5.82
## power breakdown
| part | switching [mW] | internal (mW) | total [mW] |
|---|---|---|---|
| registers | 0 | 0 | 0 |
| clock network | 0 | 0 | 0 |
| logic | 0.0928 | 0.0652 | 0.158 |
## routing by layer
| layer | track usage, % | routed length, um | part of all wire [%] | vias to the layer above |
|---|---|---|---|---|
| met1 | 51.6 | 8850 | 45 | 2950 |
| met4 | 10.1 | 634 | 3.2 | 0 |
| met2 | 51.1 | 8130 | 41 | 385 |
| li1 | - | - | - | 3215 |
| met3 | 5.94 | 2010 | 10 | 51 |
| met5 | 0 | 0 | 0 | - |
## cells by family (layout without fill, tap and decap cells)
| family | after synthesis | count (layout) | synth area share, % |
|---|---|---|---|
| buf+inv | 144 | 209 | 10.4 |
| xor+xnor | 11 | 11 | 1.78 |
| fa+ha+maj | 103 | 103 | 24.1 |
| mux | 9 | 9 | 1.90 |
| compound gates | 305 | 305 | 37.4 |
| simple gates | 267 | 267 | 24.4 |
Power and IR drop assume default switching activity.
